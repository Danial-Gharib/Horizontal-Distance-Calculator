**/design/flow/design.v**
```verilog
module CMP (
    input wire [15:0] a,
    output wire g,
    output wire e,
    output wire l
);
   assign g = (a > 16'd8);
   assign e = (a == 16'd8);
   assign l = (a < 16'd8); 
endmodule
module MUX2_1 (
    input wire s,
    input wire [15:0]d0,
    input wire [15:0]d1,
    output wire [15:0]data_out
);
    assign data_out = s ? d1 : d0;
endmodule
module MUX4_2 (
    input wire s1,
    input wire s0,
    input wire [15:0] d3,
    input wire [15:0] d2,
    input wire [15:0] d1,
    input wire [15:0] d0,
    output wire [15:0] data_out
);
    reg [15:0]tmp;
    always @(*) begin
        if (s1 == 1'b1)begin
            if (s0 == 1'b1) tmp <= d3;
            else tmp <= d2;
        end
        else begin
            if (s0 == 1'b1) tmp <= d1;
            else tmp <= d0;
        end
    end
    assign data_out = tmp;
endmodule
module ROM (
    input wire [3:0]address,
    output wire [15:0] data_out
);
    reg [15:0]tmp;
    always @(*) begin
        case (address)
            0 : tmp <= -16'd1024;
            1 : tmp <= -16'd170;
            2 : tmp <= -16'd68;
            3 : tmp <= -16'd36;
            4 : tmp <= -16'd23;
            5 : tmp <= -16'd16;
            6 : tmp <= -16'd11;
            7 : tmp <= 16'b0;
            8 : tmp <= 16'b0;
            9 : tmp <= 16'b0;
            10 : tmp <= 16'b0;
            11 : tmp <= 16'b0;
            12 : tmp <= 16'b0;
            13 : tmp <= 16'b0;
            14 : tmp <= 16'b0;
            15 : tmp <= 16'b0;
            default: tmp <= 0;
        endcase
    end
    assign data_out = tmp;
endmodule
module adder (
    input wire [15:0]a,
    input wire [15:0]b,
    output wire [15:0]sum
);
    assign sum = a + b;
endmodule
module control_unit (
    input wire reset,
    input wire clk,
    input wire start,
    input wire is_R4_greater_than_eight,
    output wire set_done, clear_done,
    output wire ld_R1, clr_R1,
    output wire ld_R2, clr_R2,
    output wire ld_R4, clr_R4, inc_R4,
    output wire ld_R5, clr_R5,
    output wire ld_R6, clr_R6,
    output wire ld_R7, clr_R7,
    output wire S0, S1, S5
    );
    parameter PRE1 = 3'b000;
    parameter PRE2 = 3'b001;
    parameter INIT = 3'b010;
    parameter CALC1 = 3'b011;
    parameter CALC2 = 3'b100;
    parameter FIN = 3'b101;
    reg [2:0]next_state;
    reg [2:0]state = 3'b000;
    assign set_done = (state == FIN);
    assign clear_done = (state == INIT);
    assign ld_R1 = (state == INIT);
    assign clr_R1 = (reset);
    assign ld_R2 = (state == INIT);
    assign clr_R2 = reset;
    assign ld_R4 = 0;
    assign clr_R4 = ((state == INIT) || reset);
    assign inc_R4 = (state == CALC2);
    assign ld_R5 = ((state == INIT) || (state == CALC1) || (state == CALC2));
    assign clr_R5 = reset;
    assign ld_R6 = (state == CALC1);
    assign clr_R6 = ((state == INIT) || reset);
    assign ld_R7 = (state == FIN);
    assign clr_R7 = reset;
    assign S1 = ((state == CALC2) || (state == FIN));
    assign S0 = ((state == CALC1) || (state == FIN));
    assign S5 = (state != INIT);
    always @(posedge clk, posedge reset) begin
        if (reset) next_state = PRE1;
        else begin
            case (state)
            PRE1:begin
                if(start) next_state =  PRE2;
                else next_state = PRE1;
            end 
            PRE2:begin
                if(start) next_state = PRE2;
                else next_state = INIT;
            end
            INIT: next_state = CALC1;
            CALC1: begin
                if (is_R4_greater_than_eight) next_state = FIN;
                else next_state = CALC2;
            end
            CALC2: next_state = CALC1;
            FIN : next_state = PRE1;
            default: next_state = PRE1;
        endcase
        end
    end
    always @(posedge clk) begin
        state <= next_state;
    end
endmodule
module datapath (
    input wire [15:0]v, x,
    input wire clk, reset,
    input wire ld_R1,ld_R2,ld_R4,ld_R5,ld_R6,ld_R7,
    input wire clr_R1,clr_R2,clr_R4,clr_R5,clr_R6,clr_R7,
    input wire inc_R4,
    input wire set_done, clear_done,
    input wire S0, S1, S5,
    output wire is_R4_greater_than_eight,
    output wire done,
    output wire [15:0]final_result
);
    wire [15:0] R1_out, R2_out,R4_out, R5_out, R6_out;
    wire [15:0] mux_0_out, mux_1_out, mux_2_out;
    wire [15:0] mult_result, adder_out;
    wire [15:0] rom_out;
    wire g,e,l;
    wire [15:0] one;
    assign one = 16'b0000100000000000;
    register R1 (.clk(clk), .load(ld_R1), .clr(clr_R1), .data_in(mult_result), .data_out(R1_out));
    register R2 (.clk(clk), .load(ld_R2), .clr(clr_R2), .data_in(v), .data_out(R2_out));
    register R4 (.clk(clk), .load(ld_R4), .clr(clr_R4), .inc(inc_R4), .data_out(R4_out));
    register R5 (.clk(clk), .load(ld_R5), .clr(clr_R5), .data_in(mux_0_out), .data_out(R5_out));
    register R6 (.clk(clk), .load(ld_R6), .clr(clr_R6), .data_in(adder_out), .data_out(R6_out));
    register R7 (.clk(clk), .load(ld_R7), .clr(clr_R7), .data_in(mult_result), .data_out(final_result));
    ROM rom (.address(R4_out[3:0]), .data_out(rom_out));
    CMP cmp (.a(R4_out), .g(g), .e(e), .l(l));
    or or_gate(is_R4_greater_than_eight, g, e);
    flipflop is_done (.set(set_done), .clear(clear_done), .clk(clk), .Q(done));
    adder add (.a(R5_out), .b(R6_out), .sum(adder_out));
    mult multiplier (.a(mux_1_out), .b(mux_2_out), .product(mult_result));
    MUX2_1 mux_0 (.s(S5), .d0(one), .d1(mult_result), .data_out(mux_0_out));
    MUX4_2 mux_1 (.s1(S1), .s0(S0), .d0(x), .d1(R5_out), .d2(R5_out), .d3(R6_out), .data_out(mux_1_out));
    MUX4_2 mux_2 (.s1(S1), .s0(S0), .d0(x), .d1(rom_out), .d2(R1_out), .d3(R2_out), .data_out(mux_2_out));
endmodule
module flipflop (
    input wire set,
    input wire clear,
    input wire clk,
    output wire Q
);
    reg tmp;
    always @(posedge clk) begin
        if (set) tmp <= 1'b1;
        else if (clear) tmp <= 1'b0;
        else tmp <= tmp;
    end
    assign Q = tmp;
endmodule
module main (
    input wire [15:0] v, x,
    input wire clk, reset, start,
    output wire done,
    output wire [15:0]final_result
);
    wire ld_R1, ld_R2, ld_R4, ld_R5, ld_R6, ld_R7;
    wire clr_R1, clr_R2, clr_R4, clr_R5, clr_R6, clr_R7;
    wire inc_R4;
    wire set_done, clear_done;
    wire S0, S1, S5;
    wire is_R4_greater_than_eight;
    wire [2:0] next_state;
    datapath dp(.v(v), .x(x), .clk(clk), .reset(reset),
    .ld_R1(ld_R1), .ld_R2(ld_R2), .ld_R4(ld_R4), .ld_R5(ld_R5), .ld_R6(ld_R6), .ld_R7(ld_R7)
    , .clr_R1(clr_R1), .clr_R2(clr_R2), .clr_R4(clr_R4),
    .clr_R5(clr_R5), .clr_R6(clr_R6), .clr_R7(clr_R7),
    .inc_R4(inc_R4), .set_done(set_done), .clear_done(clear_done),
    .S0(S0), .S1(S1), .S5(S5), .is_R4_greater_than_eight(is_R4_greater_than_eight),
    .done(done), .final_result(final_result));
    control_unit cu(.reset(reset),
    .clk(clk), .start(start), .is_R4_greater_than_eight(is_R4_greater_than_eight),
    .set_done(set_done), .clear_done(clear_done),
    .ld_R1(ld_R1), .ld_R2(ld_R2), .ld_R4(ld_R4), .ld_R5(ld_R5),
    .ld_R6(ld_R6), .ld_R7(ld_R7),
    .clr_R1(clr_R1), .clr_R2(clr_R2), .clr_R4(clr_R4),
    .clr_R5(clr_R5), .clr_R6(clr_R6), .clr_R7(clr_R7),
    .inc_R4(inc_R4),
    .S0(S0), .S1(S1), .S5(S5));
endmodule
module mult (
    input [15:0] a,
    input [15:0] b,
    output wire[15:0] product
);
    reg [31:0] tmp;
    reg sign;
    reg [15:0]a_norm;
    reg [15:0]b_norm;
    always @(*) begin
        sign = a[15] ^ b[15];
        a_norm = a;
        b_norm = b;
        if(a[15]) 
            a_norm = -a;
        if(b[15]) 
            b_norm = -b;
        tmp = a_norm * b_norm;
        if(sign) 
            tmp = -tmp;
    end
    assign product = tmp[26:11];
endmodule
module register (
    input wire clk,
    input wire load,
    input wire inc,
    input wire clr,
    input wire [15:0] data_in,
    output wire [15:0] data_out
);
reg [15:0] tmp;
always @(posedge clk) begin
    if (clr) tmp <= 16'b0;
    else if (load) tmp <= data_in;
    else if (inc) tmp <= tmp + 1;
    else tmp <= tmp;
end
assign data_out = tmp;
endmodule
```
**/design/flow/run.sh**
```bash
#!/bin/bash
# OpenROAD 26Q1-2900-gdf79404cd8, Yosys 0.63+post, stock flow scripts
make -C /OpenROAD-flow-scripts/flow DESIGN_CONFIG=/design/flow/config.mk WORK_HOME=/design/flow/orfs finish
```
**/design/flow/config.mk**
```make
export PLATFORM = sky130hd
export DESIGN_NAME = main
export DESIGN_NICKNAME = main
export VERILOG_FILES = /design/flow/design.v
export SDC_FILE = /design/flow/constraint.sdc
export NUM_CORES = 4
export LEC_CHECK = 1
export CORE_UTILIZATION = 40
```
**/design/flow/constraint.sdc**
```tcl
current_design main

set clk_period 20.7
set clk_io_pct 0.2

create_clock -name clk0 -period $clk_period [get_ports {clk}]

set non_clock_inputs [all_inputs -no_clocks]
set_input_delay [expr $clk_period * $clk_io_pct] -clock clk0 $non_clock_inputs
set_output_delay [expr $clk_period * $clk_io_pct] -clock clk0 [all_outputs]
```
==> qor.yml <==
level_count_of_the_clock_h_tree: 4
initial_utilization: 0.408
horizontal_extent_of_the_die_um: 198
rsz0062_at_grt: "no"
slowest_stage: "xnor2_1"
post_drt_wl_per_cell_um: 18.9
startpoint: "x[0]"
cp-end-kind: "flip-flop"
min-delay-path-class: "reg2reg"
insertedDiodeCount: 0
skew_pair_late_insertion_delay_ns: 0.42
cts.clk_slew.worst_paths_ns: 0.06
fp.coreArea_um2: 37800
layout_min_cycle_time_ns: 13.60
edf_count: 0
ys.warnings.count: 11
hold_path_startpoint: "cu.next_state[2]"
drt-vias-per-instance: 5.28
postSynthCellCount: 1849
numCtsBuffers: 17
count_of_different_cell_masters_after_synthesis: 89
crit_path_class: "in2reg"
totalWireLength_mm: 45.6
grt_pass1_wl_mm: 73.8
synth-area-yosys_um2: 15400
tritoncts: "yes"
antenna_found_initial: 0
yosys-top-cells-area: "fa_1, dfxtp_1, ha_1, inv_1, nor2_1"
r2r_end: "dp.R7.tmp[14]"
drt_first_iter_violations: 747
grt_pass1_vias: 12800
dp.final_hpwl_mm: 35.3
crit_fanout: 11
final_hold_vio_count: 0
status: "finished, final reports clean"
cts_buffer_depth: 2
synthDominantAreaCellType: "fa_1"
critical-path-top-delay-family: "adder cells"
setup_tns_ns: 0
boundaryPins: 52
worst-path-buf-inv: 8
grt_overflow: 0
detail_route.drc_violations: 0
yosys_register_bits: 113
grt_usage: 0.257
drtPass1Iterations: 5
r2r_start: "cu.state[2]"
achievable-frequency_mhz: 73.5
clock-sinks: 113
layout_worst_path_cycle_share: 0.657
post_cts_resized: 0
drv.max_cap_violation_count: 0
postSynth.asyncResetShare: 0.0265
drive_gt1_frac: 0.0782
fp.dieArea_um2: 39300
ff_type: "dfxtp_1"
crit_required_ns: 21.03
fp.dieH_um: 198
area_growth_pct: 11.5
skew_ns: 0.0135
cp-start-kind: "primary input"
post_synth.cell_area_avg_um2: 8.34
io_buffers: 51
reg2reg_depth: 37
cts_setup_buffers: 0
crit_arrival_ns: 13.93
warning_count: 29
largest_net_degree_at_the_start_of_global_routing: 64
worstMarginPinSlew_ns: 0.911
ys_cells: 1849
netlist.area_leader.share: 0.243
report.final.slew_viol_count: 0
cpPeakStageDelay_ns: 0.67
gp_congestion: 0.998
hold_ws_ns: 0.340
drtAntennaViolNets: 0
worst_hold_endpoint: "cu.state[2]"
floorplan.rows: 71
finish_stage_setup_viols: 0
clockRootBuffer: "clkbuf_16"
timing.slew.headroom: 0.389
synthesis.area_um2: 15400
worst_hold_path_cells: 0
holdBufCountCts: 0
via_count_of_the_routed_design: 12800
synth_seq_share: 0.148
-- metal layers --
metal,vias up,routed length [um],part of all wire,global-route usage
li1,6104,-,-,-
met1,6173,19800,0.43,0.366
met2,414,20800,0.46,0.392
met3,66,3850,0.084,0.0833
met4,0,1170,0.026,0.0548
met5,-,0,0,0
-- worst max path at each step --
stage | endpoint | slack, ns | cells past startpoint
5_1_grt | dp.R1.tmp[14] | 6.36 | 36
6_report | dp.R7.tmp[14] | 7.10 | 36
4_1_cts | dp.R7.tmp[14] | 7.18 | 36
-- sequential cells by signal (all words and copies together) (netlist names) --
register and cells:
dp.R1.tmp 16, dp.R2.tmp 16, dp.R4.tmp 16, dp.R5.tmp 16, dp.R6.tmp 16, dp.R7.tmp 16
dp.mux_2.d1 10, cu.next_state 3, cu.state 3, dp.is_done.tmp 1
-- logic make-up after synthesis --
family                   count (synthesis)  share of synthesized area
XOR/XNOR                               164                     0.0950
AND-OR/OR-AND                          278                      0.127
AND/OR/NAND/NOR                        652                      0.205
flip-flops                             113                      0.148
multiplexers                            18                     0.0122
buffers and inverters                  333                     0.0863
adder cells (fa/ha/maj)                291                      0.327
-- layout by cell type (no fill, tap or decap), types with 15 or more instances in the layout --
master,instances
ha_1,104
nor2_1,252
clkdlybuf4s50_1,50
or2_2,18
o21ai_0,43
dfxtp_1,109
and2_1,28
nand3_1,43
inv_1,258
xor2_1,64
o22ai_1,15
and3_1,20
nand2b_1,47
nand2_1,144
fa_1,187
nor3_1,27
a211oi_1,55
nor2b_1,15
clkbuf_16,17
a21oi_1,59
buf_4,46
xnor2_1,94
-- per-stage QoR --
step	cell area (um^2)	utilization	worst slack, ns	instances
final	17200	0.454	7.10	2416
after global routing	17200	0.454	6.36	2416
after CTS	17200	0.454	7.18	2416
after detailed placement	16600	0.438	6.81	2384
after global placement	16600	0.438	6.98	2384
after floorplan	15400	-	8.30	1849
-- cell type report --
cell class	count	area [um^2]
tap	511	639
timing repair buffer	97	851
clock inverter	14	176
multi-input combinational	1403	11800
clock buffer	18	429
fill	3696	20700
sequential	113	2280
inverter	260	976
-- synth_stat cells (5+ instances only) --
cell type / number
inv_1: 258
nor2_1: 252
fa_1: 187
nand2_1: 145
dfxtp_1: 110
ha_1: 104
xnor2_1: 97
xor2_1: 64
a21oi_1: 59
a211oi_1: 55
clkbuf_1: 48
nand2b_1: 47
nand3_1: 43
o21ai_0: 43
and2_1: 28
nor3_1: 27
and3_1: 20
or2_2: 18
nor2b_1: 15
o22ai_1: 15
a22oi_1: 12
mux2i_1: 12
nand4_1: 11
a21o_1: 10
a31oi_1: 9
o221ai_1: 9
buf_2: 8
buf_6: 7
or3_1: 7
a21boi_0: 6
mux2_2: 6
o31ai_1: 6
a221o_1: 5
buf_1: 5
buf_4: 5
o21bai_1: 5
